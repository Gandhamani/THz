==> flow/design.v <==
`timescale 1ns / 1ps
module i2c_master #(
    parameter SYS_CLK  = 50_000_000,   
    parameter I2C_FREQ = 100_000       
)(
    input  wire clk,       
    input  wire rst_n,     
    inout  wire sda,
    output reg  scl,
    input  wire start,         
    input  wire rw,            
    input  wire [6:0] addr,    
    input  wire [7:0] wr_data,
    output reg  [7:0] rd_data,
    output reg  busy,
    output reg  done
);
    localparam IDLE      = 4'd0,
               START     = 4'd1,
               SEND_ADDR = 4'd2,
               ADDR_ACK  = 4'd3,
               WRITE     = 4'd4,
               WR_ACK    = 4'd5,
               READ      = 4'd6,
               RD_ACK    = 4'd7,
               STOP      = 4'd8;
    reg [3:0] state, next_state;
    reg [7:0] shift_reg;
    reg [3:0] bit_cnt;
    localparam DIVISOR = (SYS_CLK / (2*I2C_FREQ));
    reg [$clog2(DIVISOR)-1:0] count;
    always @(posedge clk or negedge rst_n) begin
        if (!rst_n) begin
            scl   <= 1'b1;
            count <= 0;
        end else begin
            if (count == DIVISOR-1) begin
                scl   <= ~scl;
                count <= 0;
            end else begin
                count <= count + 1;
            end
        end
    end
    reg sda_out_en, sda_out_bit;
    assign sda = sda_out_en ? sda_out_bit : 1'bz;
    always @(posedge scl or negedge rst_n) begin
        if (!rst_n) begin
            state     <= IDLE;
            bit_cnt   <= 0;
            rd_data   <= 0;
            done      <= 0;
            busy      <= 0;
        end else begin
            state <= next_state;
            case (state)
                SEND_ADDR, WRITE, READ: bit_cnt <= bit_cnt + 1;
                default: bit_cnt <= 0;
            endcase
        end
    end
    always @(*) begin
        next_state  = state;
        sda_out_en  = 1'b0;
        sda_out_bit = 1'b1;
        busy        = 1;
        done        = 0;
        case (state)
            IDLE: begin
                busy = 0;
                if (start) next_state = START;
            end
            START: begin
                sda_out_en  = 1'b1;
                sda_out_bit = 0;    
                next_state  = SEND_ADDR;
                shift_reg   = {addr, rw};  
            end
            SEND_ADDR: begin
                sda_out_en  = 1'b1;
                sda_out_bit = shift_reg[7-bit_cnt];
                if (bit_cnt == 7) next_state = ADDR_ACK;
            end
            ADDR_ACK: begin
                sda_out_en  = 1'b0;  
                if (rw==0) next_state = WRITE;
                else       next_state = READ;
            end
            WRITE: begin
                sda_out_en  = 1'b1;
                sda_out_bit = wr_data[7-bit_cnt];
                if (bit_cnt == 7) next_state = WR_ACK;
            end
            WR_ACK: begin
                sda_out_en  = 1'b0;  
                next_state  = STOP;
            end
            READ: begin
                sda_out_en  = 1'b0;  
                rd_data[7-bit_cnt] = sda;
                if (bit_cnt == 7) next_state = RD_ACK;
            end
            RD_ACK: begin
                sda_out_en  = 1'b1;
                sda_out_bit = 0;  
                next_state  = STOP;
            end
            STOP: begin
                sda_out_en  = 1'b1;
                sda_out_bit = 1;  
                done        = 1;
                next_state  = IDLE;
            end
        endcase
    end
endmodule
module i2c_slave (
    input  wire scl,
    inout  wire sda,
    input  wire rst_n,
    input  wire [6:0] slave_addr,  
    input  wire [7:0] data_in,     
    output reg  [7:0] data_out     
);
    localparam IDLE     = 3'd0,
               ADDR     = 3'd1,
               ACK_ADDR = 3'd2,
               WRITE    = 3'd3,
               ACK_WR   = 3'd4,
               READ     = 3'd5,
               ACK_RD   = 3'd6,
               NACK     = 3'd7;    
    reg [2:0] state, next_state;
    reg [7:0] shift_reg;
    reg [2:0] bit_cnt;
    reg rw;
    reg sda_out_en, sda_out_bit;
    assign sda = sda_out_en ? sda_out_bit : 1'bz;
    always @(posedge scl or negedge rst_n) begin
        if (!rst_n) begin
            state     <= IDLE;
            bit_cnt   <= 0;
            shift_reg <= 0;
            data_out  <= 0;
        end else begin
            state <= next_state;
            case (state)
                ADDR: begin
                    shift_reg <= {shift_reg[6:0], sda};
                    bit_cnt   <= bit_cnt + 1;
                end
                WRITE: begin
                    shift_reg <= {shift_reg[6:0], sda};
                    bit_cnt   <= bit_cnt + 1;
                end
                READ: begin
                    bit_cnt   <= bit_cnt + 1;
                end
                default: bit_cnt <= 0;
            endcase
        end
    end
    always @(*) begin
        next_state  = state;
        sda_out_en  = 1'b0;
        sda_out_bit = 1'b1;  
        case (state)
            IDLE: begin
                if (sda == 0 && scl == 1) next_state = ADDR;
            end
            ADDR: begin
                if (bit_cnt == 3'd7) begin
                    rw         = sda;  
                    next_state = ACK_ADDR;
                end
            end
            ACK_ADDR: begin
                if (shift_reg[7:1] == slave_addr) begin
                    sda_out_en  = 1'b1;
                    sda_out_bit = 1'b0;  
                    if (rw == 0) next_state = WRITE;
                    else          next_state = READ;
                end else begin
                    sda_out_en  = 1'b0;  
                    next_state  = NACK;
                end
            end
            WRITE: if (bit_cnt == 3'd7) begin
                       data_out   = {shift_reg[6:0], sda};
                       next_state = ACK_WR;
                   end
            ACK_WR: begin
                sda_out_en  = 1'b1;
                sda_out_bit = 0;  
                next_state  = IDLE;
            end
            READ: begin
                sda_out_en  = 1'b1;
                sda_out_bit = data_in[7-bit_cnt];
                if (bit_cnt == 3'd7) next_state = ACK_RD;
            end
            ACK_RD: begin
                sda_out_en  = 1'b0;  
                next_state  = IDLE;
            end
            NACK: begin
                sda_out_en  = 1'b0;  
                next_state  = IDLE;
            end
        endcase
    end
endmodule  
module i2cslave (
    input  wire scl,
    inout  wire sda,
    input  wire rst_n,
    input  wire [6:0] slave_addr,  
    input  wire [7:0] data_in,     
    output reg  [7:0] data_out     
);
    localparam IDLE     = 3'd0,
               ADDR     = 3'd1,
               ACK_ADDR = 3'd2,
               WRITE    = 3'd3,
               ACK_WR   = 3'd4,
               READ     = 3'd5,
               ACK_RD   = 3'd6,
               NACK     = 3'd7;    
    reg [2:0] state, next_state;
    reg [7:0] shift_reg;
    reg [2:0] bit_cnt;
    reg rw;
    reg sda_out_en, sda_out_bit;
    assign sda = sda_out_en ? sda_out_bit : 1'bz;
    always @(posedge scl or negedge rst_n) begin
        if (!rst_n) begin
            state     <= IDLE;
            bit_cnt   <= 0;
            shift_reg <= 0;
            data_out  <= 0;
        end else begin
            state <= next_state;
            case (state)
                ADDR: begin
                    shift_reg <= {shift_reg[6:0], sda};
                    bit_cnt   <= bit_cnt + 1;
                end
                WRITE: begin
                    shift_reg <= {shift_reg[6:0], sda};
                    bit_cnt   <= bit_cnt + 1;
                end
                READ: begin
                    bit_cnt   <= bit_cnt + 1;
                end
                default: bit_cnt <= 0;
            endcase
        end
    end
    always @(*) begin
        next_state  = state;
        sda_out_en  = 1'b0;
        sda_out_bit = 1'b1;  
        case (state)
            IDLE: begin
                if (sda == 0 && scl == 1) next_state = ADDR;
            end
            ADDR: begin
                if (bit_cnt == 3'd7) begin
                    rw         = sda;  
                    next_state = ACK_ADDR;
                end
            end
            ACK_ADDR: begin
                if (shift_reg[7:1] == slave_addr) begin
                    sda_out_en  = 1'b1;
                    sda_out_bit = 1'b0;  
                    if (rw == 0) next_state = WRITE;
                    else          next_state = READ;
                end else begin
                    sda_out_en  = 1'b0;  
                    next_state  = NACK;
                end
            end
            WRITE: if (bit_cnt == 3'd7) begin
                       data_out   = {shift_reg[6:0], sda};
                       next_state = ACK_WR;
                   end
            ACK_WR: begin
                sda_out_en  = 1'b1;
                sda_out_bit = 0;  
                next_state  = IDLE;
            end
            READ: begin
                sda_out_en  = 1'b1;
                sda_out_bit = data_in[7-bit_cnt];
                if (bit_cnt == 3'd7) next_state = ACK_RD;
            end
            ACK_RD: begin
                sda_out_en  = 1'b0;  
                next_state  = IDLE;
            end
            NACK: begin
                sda_out_en  = 1'b0;  
                next_state  = IDLE;
            end
        endcase
    end
endmodule
==> flow/run.sh <==
#!/bin/bash
# OpenROAD 26Q1-2900-gdf79404cd8, Yosys 0.63+post, stock flow scripts
make -C /OpenROAD-flow-scripts/flow DESIGN_CONFIG=/design/flow/config.mk WORK_HOME=/design/flow/orfs finish
==> flow/config.mk <==
export PLATFORM = sky130hd
export DESIGN_NAME = i2cslave
export DESIGN_NICKNAME = i2cslave
export VERILOG_FILES = /design/flow/design.v
export SDC_FILE = /design/flow/constraint.sdc
export NUM_CORES = 4
export LEC_CHECK = 1
export CORE_AREA = 10 10 82 82
export DIE_AREA = 0 0 92 92
==> flow/constraint.sdc <==
current_design i2cslave

set clk_period 3.6
set clk_io_pct 0.2

create_clock -name clk0 -period $clk_period [get_ports {scl}]

set non_clock_inputs [all_inputs -no_clocks]
set_input_delay [expr $clk_period * $clk_io_pct] -clock clk0 $non_clock_inputs
set_output_delay [expr $clk_period * $clk_io_pct] -clock clk0 [all_outputs]
==> run notes <==
Implementation status.

- The count of unresolved DRC violations after routing is 0.
- The post-DP HPWL is 1.45 mm.
- The total die size is 8460 sq um.
- The clock-pin slew on the worst setup and hold paths is 70 ps.
- The number of register pins that no clock reaches was 1.
- After clock tree synthesis, the setup repair step added 0 buffers.
- The final-layout fill cell count is 544.
- Looking at the max-slew report, the worst-margin pin has a slew of 812 ps.
- Entering global routing, the biggest net connects 20 pins.
- The global-route wire length before repair is 2.99 mm.
- The count of endpoints without a timing constraint is 1.
- The report puts the cell count of the worst reg-to-reg path at 4.
- The total antenna diodes in the routed design is 0.
- The total overflow reported by the global router is 0.
- The reg-to-reg critical path startpoint is shift_reg[3]$_DFFE_PN0P_.
- The number of distinct library cells after synthesis is 24.
- According to the Yosys statistics, the synthesized design has a chip area of 931 sq um.
- The detail-routed via count per cell is about 3.5.
- The post-route netlist has between 15 and 20% of its cells at a drive strength greater than 1.
- The y dimension of the die is between 90 and 100 um.
- Per the TritonCTS log, the buffer count is 3.
- The number of synthesized register bits is 20.
- The clock period could shrink to 2960 ps.
- The aggregate routed wire length is 1.79 mm.
- The cell area after synthesis is 931 sq um.
- The worst setup skew after layout is 2.31 ps.
- The growth of design area from synthesis to finish is 28.0%.
- The launch point of the worst min-delay path is recorded as shift_reg[0]$_DFFE_PN0P_.
- The setup slack on the worst flop-to-flop path is 2020 ps.
- The average wire per cell in the routed design is 11.2 um.
- Total global-route track usage over all layers is 4.33%.
- The most used flip-flop cell after synthesis is dfrtp_1.
- The report shows a maximum critical-path fanout of 4.
- Dividing the final minimum period by the clock period gives 82.3%.
- The number of warnings printed during yosys synthesis is 20.
- In the Yosys report the total cell count is between 70 and 80.
- The end-of-flow timing check tallies setup violations at 0.
- The arrival time of data at the worst endpoint is listed as 2240 ps.
- Setup repair after global routing left no endpoint under its margin.
- After clock tree synthesis, the repair step resized 0 gates.
- According to the report, the first pass of detailed routing completed in 4 iterations.
- The kind of launch point of the worst setup path is a primary input.
- The clock insertion delay at the later pin of the skew report is 250 ps.
- STA classifies the critical path endpoint as an output port.
- The horizontal die dimension is 92 um.
- TritonCTS built the clock tree.
- Checking max transition, the worst relative margin is 45.7%.
- Looking at the clock tree report, the H-tree level count equals 1.
- The fraction of registers with async set/reset is approximately 95%.
- Hold is met by 470 ps.
- 26 I/O pins were placed.
- For the worst reg-to-reg path, the endpoint reported by OpenROAD is state[5]$_DFF_PN0_.
- The detailed router finished its first iteration with 29 violations.
- The post-synth tally of flip-flops with integrated enable is 0.
- Along the worst hold path, the cell count comes to 1.
- The sum of negative setup slack is 0 ps.
- The worst min-delay path class is reg2reg.
- The routability-driven placement congestion ratio is 0.729.
- The worst vdd rail ir drop is 0.223 mV.
- The initialized floorplan defines 26 standard-cell rows.
- Buffers inserted to repair hold after CTS numbered 0.
- Per the layout area report, the combinational gate area comes to 398 sq um.
- The number of maximum-capacitance violations recorded for the run is 0.
- The stage logs contain a warning count of 25.
- The worst path required time is 2880 ps.
- The power density over cell area is 322 nW/um^2.
- Input and output buffers added on the ports amount to 16.
- Once detail routing completed, the nets flagged for antenna violations numbered 0.
- STA shows the worst min-delay path finishing at shift_reg[0]$_DFFE_PN0P_.
- The floorplan step records an initial core utilization of 18.3%.
- The total area inside the core boundary comes to around 5100 sq um.
- By startpoint and endpoint, the worst setup path is classified as in2out.
- The final tally of hold violations is 0.
- The leakage power total is about 0.56 nW.
- The initial antenna violation count came to 0.
- The number of global-route vias before repair came to 568.
- The synthesized area per cell is between 10 and 15 sq um.
- The number of buffers between clock root and the deepest sink is 2.
- The count of mapped cells out of synthesis is 71.
- Per the CTS log, the root buffer master is clkbuf_8.
- The upper clock frequency limit is 338 MHz.
- The detailed-route via count is around 560.
- The run finished with clean final reports.
- Summing all flip-flop and latch instances after layout gives 492 sq um.
- Pins over their slew limit in the final report were tallied at 0.
==> layout by cell type (no fill, tap or decap) <==
master / count
a32o_1: 2
and2_1: 3
clkbuf_8: 3
clkdlybuf4s50_1: 16
clkinv_2: 1
conb_1: 8
dfrtp_1: 18
dfstp_2: 1
dlxtn_1: 1
ha_1: 2
inv_1: 2
mux2_2: 8
mux4_1: 2
nand2_1: 1
nand4_1: 1
nor2_1: 1
nor2_2: 1
nor2b_1: 4
nor3_1: 1
nor4_1: 1
nor4b_1: 1
o311ai_1: 1
or3_1: 3
or4_1: 1
xnor2_1: 4
xor2_1: 3
==> cell usage after synthesis (all sizes together), types with 2 or more instances <==
master | n | area, sq um
mux2 | 8 | 90.1
buf | 8 | 60.1
and2 | 3 | 18.8
nor2 | 2 | 10.0
inv | 2 | 7.51
xnor2 | 4 | 35.0
nor2b | 4 | 25.0
xor2 | 3 | 26.3
a32o | 2 | 20.0
or3 | 3 | 18.8
ha | 2 | 25.0
dfrtp | 18 | 450
mux4 | 2 | 52.6
==> power by group <==
group          switching, W  internal, W   total, W  leakage, nW
clock             0.0000654    0.0000768   0.000142       0.0255
sequential                0     0.000214   0.000214        0.270
combinational    0.00000894    0.0000191  0.0000281        0.266
==> area by class of cell <==
class / instances / share of cell area, %
Clock buffer: 3 / 3.47
Clock inverter: 1 / 0.420
Inverter: 2 / 0.630
Multi-Input combinational cell: 48 / 33.4
Sequential cell: 20 / 41.3
Tap cell: 70 / 7.35
Timing Repair Buffer: 16 / 13.4
==> critical path, cell delays in order <==
cell	delay (ps)
clkdlybuf4s50_1	480
xnor2_1	120
nand4_1	100
nor4_1	610
o311ai_1	220
==> how the worst max path moves through the flow <==
| stage | from | slack (ps) | cells past startpoint | to |
|---|---|---|---|---|
| CTS | slave_addr[2] | 590 | 5 | sda |
| global route | slave_addr[2] | 480 | 5 | sda |
| finish | slave_addr[3] | 640 | 5 | sda |
==> per-layer routing <==
metal / GRT usage [%] / vias to the layer above / share of wire [%] / routed length [um]
met5: 0 / - / 0 / 0
met1: 6.13 / 263 / 50 / 901
met4: 0.386 / 0 / 0.67 / 12
li1: - / 277 / - / -
met2: 6.53 / 16 / 44 / 783
met3: 1.48 / 2 / 5.2 / 94
==> through the flow <==
step	power (W)	worst slack (ps)	instances	utilization, %	cell area, sq um
global route	0.000400	483	160	23.5	1190
detailed placement	0.000246	597	156	22.6	1140
global placement	0.000247	605	156	22.6	1140
floorplan	0.000229	1300	78	-	957
CTS	0.000390	592	160	23.5	1190
finish	0.000384	637	160	23.5	1190
==> cell families after synthesis <==
| family | Yosys count | synth area share (%) |
|---|---|---|
| AND/OR/NAND/NOR | 18 | 11.8 |
| buffers and inverters | 10 | 7.26 |
| latches | 1 | 1.61 |
| adder cells (fa/ha/maj) | 2 | 2.69 |
| multiplexers | 10 | 15.3 |
| other | 1 | 0.403 |
| flip-flops | 19 | 51.2 |
| AND-OR/OR-AND | 3 | 3.09 |
| XOR/XNOR | 7 | 6.59 |
Power is estimated from default activity; no workload was simulated.
